**run.sh**
```bash
#!/bin/bash
# OpenROAD 26Q1-2900-gdf79404cd8, Yosys 0.63+post, stock flow scripts
make -C /OpenROAD-flow-scripts/flow DESIGN_CONFIG=/design/flow/config.mk WORK_HOME=/design/flow/orfs finish
```
**config.mk**
```make
export PLATFORM = sky130hd
export DESIGN_NAME = sqdet
export DESIGN_NICKNAME = sqdet
export VERILOG_FILES = /design/flow/design.v
export SDC_FILE = /design/flow/constraint.sdc
export NUM_CORES = 4
export LEC_CHECK = 1
export CORE_AREA = 10 10 70 70
export DIE_AREA = 0 0 80 80
```
**constraint.sdc**
```tcl
current_design sqdet

set clk_period 1.4
set clk_io_pct 0.2

create_clock -name clk0 -period $clk_period [get_ports {clk}]

set non_clock_inputs [all_inputs -no_clocks]
set_input_delay [expr $clk_period * $clk_io_pct] -clock clk0 $non_clock_inputs
set_output_delay [expr $clk_period * $clk_io_pct] -clock clk0 [all_outputs]
```
**design.v**
```verilog
module sqdet(input din, clk, rst,
                output reg dout);
reg [2:0]ps,ns;
parameter  R= 3'b000,A0 = 3'b001,A1 = 3'b010,A2 = 3'b011,A3 = 3'b100,A4 = 3'b101,A5 =3'b110;
always@(posedge clk or negedge rst) begin
    if(!rst)
        ps<=R;
    else
        ps<=ns;
end
  always@(ps,din)begin
    case(ps)
        R:begin
         if  (din==0) ns=A1; 
          else ns=A0;
         end
        A0:begin
          if(din==0) ns=A4;
          else ns=A0;
         end
        A1:begin
          if(din==0) ns=A1;
          else ns=A2;
         end 
        A2:begin
          if(din==0) ns=A3;
          else ns=A0;
         end 
        A3:begin
          if(din==0) ns=A5;
          else ns=A2;
         end 
        A4:begin
          if(din==0) ns=A5;
          else ns=A2;
         end 
        A5:begin
          if(din==0) ns=A1;
          else ns=A2;
         end
         default:begin ns=R; end     
    endcase
end
  always@(ps,din)begin
    case(ps)
        A3:if(din==0) dout=1;else dout=0;
        A5:if(din==1) dout=1;else dout =0;
        default:dout=0;
    endcase
end
endmodule
```
==> results.sh <==
# source this file to load flow results
export IMPL_status="complete, no violations"
export IMPL_max_freq_ghz=0.746
export IMPL_placed_area_um2=349
export IMPL_crit_type="flop to output port"
export IMPL_cellPowerDensity_mw_per_mm2=1120
export IMPL_met3_length_um=63
export IMPL_dieHeight_um=80
export IMPL_insertion_delay_ns=0.25
export IMPL_yosysWarnings=1
export IMPL_ant_nets=0
export IMPL_peakVddDrop_uv=811
export IMPL_synthCells=18
export IMPL_gp_congestion=0.673
export IMPL_ys_area_um2=246
export IMPL_firstDrtPassIters=2
export IMPL_dp_cells=69
export IMPL_overflow=0
export IMPL_fillCellCount=396
export IMPL_power_w=0.000446
export IMPL_reg_top3="ps: 7 flops"
export IMPL_top_register="ps"
export IMPL_port_buffers=3
export IMPL_ys_seq_share_pct=71.6
export IMPL_final_cell_count_no_fill=76
export IMPL_design_area_um2=397
export IMPL_crit_path_max_fanout=2
export IMPL_fin_crit_sh_pct=95.7
export IMPL_layout_drive_gt1_share_pct=33.3
export IMPL_postCtsHoldBufs=0
export IMPL_grt_usage_pct=1.42
export IMPL_clk_path_buf_depth=2
export IMPL_grt_max_degree=8
export IMPL_fp_dieW_um=80
export IMPL_via_per_inst=2.11
export IMPL_numCtsBuffers=3
export IMPL_synth_cell_types=12
export IMPL_avgSynthCellArea_um2=13.7
export IMPL_yosys_cells=18
export IMPL_antenna_found_initial=0
export IMPL_wire_per_inst_um=5.55
export IMPL_whs_ns=0.274
export IMPL_wirelength_met1_um=235
export IMPL_hold_viol=0
export IMPL_rr_startpoint="ps[1]"
export IMPL_drv_slew=0
export IMPL_core_area_mm2=0.00342
export IMPL_worstPathArrival_ns=1.06
export IMPL_wl_met2_um=123
export IMPL_skew_ns=0.00582
export IMPL_initCoreUtil_pct=7.22
export IMPL_rows=21
export IMPL_drc_errors=0
export IMPL_io_pins=4
export IMPL_setup_violations=0
export IMPL_worst_setup_path_start_kind="flop"
export IMPL_r2r_end="ps[6]"
export IMPL_crit_path_end_kind="output port"
export IMPL_rsz0062_at_grt="no"
export IMPL_drt_iter0_drc=21
export IMPL_largest_reg_flops=7
export IMPL_ctsRootBufferMaster="clkbuf_4"
export IMPL_highest_layer="met3"
export IMPL_power_leakage_nw=0.174
export IMPL_grt_pass1_vias=176
export IMPL_finalWirelength_um=422
export IMPL_tool_warnings=25
export IMPL_rr_worst_depth=3
export IMPL_chipArea_mm2=0.00640
export IMPL_diodes=0
export IMPL_crit_required_ns=1.12
export IMPL_endpoint="dout"
export IMPL_synth_area_um2=246
export IMPL_r2r_slack_ns=0.24
export IMPL_max_cap_viol_count=0
export IMPL_fin_util_pct=11.6
export IMPL_vias=160
export IMPL_layout_min_cycle_time_ns=1.34
export IMPL_cts_tree="done"
export IMPL_cp_startpoint="ps[3]"
export IMPL_htreeDepth=1
export IMPL_min_path_type="input pin to asynchronous set/reset pin"
export IMPL_clock_sinks=7
export IMPL_clkTransAtPathRegs_ns=0.05
export IMPL_ys_ff=7
export IMPL_final_common_cell="dfrtp_1"
export IMPL_lay_top_cells="6 x dfrtp_1, 5 x buf_4, 3 x clkbuf_4"
export IMPL_grt_pass1_wl_um=662
export IMPL_synthToLayoutAreaGrowth_pct=60.9
-- worst min-delay path by stage --
stage     from    end  cells after the start  slack [ns]
6_report   rst  ps[5]                      1        0.27
5_1_grt    rst  ps[1]                      1        0.28
4_1_cts    rst  ps[5]                      1        0.28
-- kinds of logic (layout without fill, tap and decap cells) --
family                 Yosys count  in the layout  synth area share [%]
flip-flops                       7              7                  71.6
AND-OR/OR-AND                    4              4                  12.2
AND/OR/NAND/NOR                  4              4                  8.63
other                            1              1                  1.52
multiplexers                     1              1                  4.57
buffers and inverters            1             13                  1.52
-- cell usage after synthesis (all sizes together) --
library cell | count | area share, %
o31a | 1 | 3.6
nor2 | 2 | 3.0
inv | 1 | 1.5
o21ai | 1 | 2.0
nor2b | 1 | 2.5
dfstp | 1 | 11
conb | 1 | 1.5
mux2 | 1 | 4.6
dfrtp | 6 | 61
a21oi | 1 | 2.0
o41a | 1 | 4.6
and2b | 1 | 3.0
-- repair_timing --
action | CTS | global route
gates resized | 3 | 0
cloned | 0 | 0
endpoints found under the setup margin | 1 | 1
buffers inserted | 2 | 1
-- through the flow --
stage | setup TNS [ns] | worst slack [ns]
after global routing | 0 | 0.00500
after floorplan | 0 | 0.523
after CTS | 0 | 0.0364
after global placement | -0.450 | -0.450
after detailed placement | -0.429 | -0.429
final | 0 | 0.0601
-- power by group --
group	leakage (nW)	switching, W	internal, W
logic	0.0710	0.0000175	0.0000277
registers	0.0877	0.00000639	0.000218
clock network	0.0150	0.0000678	0.000108
-- critical path, stage by stage, from the launching register on --
cell	delay [ns]
dfrtp_1	0.37
mux2_2	0.26
clkdlybuf4s15_1	0.18
-- routing by layer --
| metal | global-route usage (%) | vias to the layer above |
|---|---|---|
| li1 | - | 84 |
| met1 | 1.68 | 69 |
| met2 | 1.44 | 7 |
| met3 | 1.82 | 0 |
| met4 | 0.352 | 0 |
| met5 | 0 | - |
-- layout make-up --
| type | count | area [um2] | share of cell area, % |
|---|---|---|---|
| inverter | 1 | 3.75 | 0.946 |
| clock buffer | 4 | 26.3 | 6.62 |
| timing repair buffer | 8 | 66.3 | 16.7 |
| tap | 46 | 57.6 | 14.5 |
| multi-input combinational | 10 | 66.3 | 16.7 |
| sequential | 7 | 176 | 44.5 |
Power and IR drop assume default switching activity.
